$ cat design/flow/constraint.sdc
current_design e74FSM

set clk_period 2.5
set clk_io_pct 0.2

create_clock -name clk0 -period $clk_period [get_ports {CLK}]

set non_clock_inputs [all_inputs -no_clocks]
set_input_delay [expr $clk_period * $clk_io_pct] -clock clk0 $non_clock_inputs
set_output_delay [expr $clk_period * $clk_io_pct] -clock clk0 [all_outputs]
$ cat design/flow/config.mk
export PLATFORM = sky130hd
export DESIGN_NAME = e74FSM
export DESIGN_NICKNAME = e74FSM
export VERILOG_FILES = /design/flow/design.v
export SDC_FILE = /design/flow/constraint.sdc
export NUM_CORES = 4
export LEC_CHECK = 1
export CORE_AREA = 10 10 70 70
export DIE_AREA = 0 0 80 80
$ cat design/flow/run.sh
#!/bin/bash
# OpenROAD 26Q1-2900-gdf79404cd8, Yosys 0.63+post, stock flow scripts
make -C /OpenROAD-flow-scripts/flow DESIGN_CONFIG=/design/flow/config.mk WORK_HOME=/design/flow/orfs finish
$ cat design/flow/design.v
module e74FSM (
    input CLK,       
          CE,        
          RESET,     
    output a, b, c, d, e, f, g      
);
wire [2:0] Q;
COUNTER3 U1 (.RESET(RESET), .CLK(CLK), .CE(CE), .Q(Q));
BIN2SEG  U2 (.Q(Q), .a(a), .b(b), .c(c), .d(d), .e(e), .f(f), .g(g));
endmodule
module COUNTER3 (
    input CLK,        
          CE,         
          RESET,      
    output [2:0] Q    
);
(* syn_encoding = "compact" *) reg [2:0] Qint;
assign Q = Qint;
always @ (posedge CLK or posedge RESET)
begin : COUNTER
    if (RESET == 1'b1) begin
       Qint <= 3'b000;
    end else begin
       if (CE == 1'b1) begin
           case (Qint)
               3'b000 :  Qint <= 3'b011;
               3'b001 :  Qint <= 3'b100;
               3'b010 :  Qint <= 3'b001;
               3'b011 :  Qint <= 3'b010;
               3'b100 :  Qint <= 3'b101;
               3'b101 :  Qint <= 3'b110;
               3'b110 :  Qint <= 3'b111;
               3'b111 :  Qint <= 3'b011;
               default : Qint <= 3'b000;
           endcase
       end
    end
end
endmodule
module BIN2SEG (
    input [2:0] Q,                 
    output a, b, c, d, e, f, g     
);
reg [6:0] segments;
assign {a, b, c, d, e, f, g} = segments;
always @ (Q)
begin : SEVEN_SEGMENT
    case (Q)                  
        3'b000 :  segments = 7'b0000001;
        3'b001 :  segments = 7'b1001111;
        3'b010 :  segments = 7'b0010010;
        3'b011 :  segments = 7'b0000110;
        3'b100 :  segments = 7'b1001100;
        3'b101 :  segments = 7'b0100100;
        3'b110 :  segments = 7'b1100000;
        3'b111 :  segments = 7'b0001111;
        default : segments = 7'b1111110;    
    endcase
end
endmodule
==> summary.log <==
[flow_run] number of maximum-capacitance constraint violations 0
[logic_synthesis] number of cells in the yosys synthesis report 29
[logic_synthesis] number of instances in the synthesized netlist 29
[power_and_ir_drop] Max VDD drop 200.6 µV
[floorplanning] count of standard-cell rows 21
[logic_synthesis] Synth area leaders sky130_fd_sc_hd__dfrtp_1 26%, sky130_fd_sc_hd__ha_1 21%, sky130_fd_sc_hd__mux2_2 7.7%
[logic_synthesis] cell accounting for the most synthesized area sky130_fd_sc_hd__dfrtp_1
[placed_design] HPWL after DPL 521.4 µm
[layout] storage element area 76.32 µm²
[floorplanning] number of top-level pins 10
[detailed_routing] Diodes inserted 0
[power_and_ir_drop] portion of total power attributed to sequential cells 21.8%
[layout] Layout Cell Area excl Fill 457.9 µm²
[power_and_ir_drop] sw frac 32.18%
[logic_synthesis] most instantiated library cell after synthesis sky130_fd_sc_hd__ha_1
[logic_synthesis] async set or reset register ratio after synthesis 100.0%
[global_route] aggregate global routing overflow 0
[floorplanning] Chip Area 6400 µm²
[critical_path] worst endpoint data arrival time 1.84 ns
[global_route] wire length of the first global-routing pass 1.055 mm
[sta] Setup TNS 0 ns
[sta] FMAX 427.7 MHz
[power_and_ir_drop] PD cells 1247 nW/µm²
[sta] final slew viol count 0
[cts] number of buffers added to fix hold violations after cts 0
[cts] Insertion Delay late pin 0.23 ns
[logic_synthesis] flip-flops with a built-in enable 0
[global_route] via count of the first global-routing pass 217
[floorplanning] die height 80 µm
[logic_synthesis] summed instance area of the synthesized netlist 294.0 µm²
[cts] Clock Root Buffer sky130_fd_sc_hd__clkbuf_4
[placed_design] GP Congestion 0.7799
[detailed_routing] count of routing violations after the opening detailed-route iteration 1
[detailed_routing] routed vias/inst 2.667
[logic_synthesis] distinct cell type count after synthesis 14
[global_route] maximum number of pins on one net before global-route repair 12
[cts] TritonCTS clock tree done
[sta] unrepaired setup endpoints after global routing false
[sta] Setup violations, final 0
[critical_path] crit path capture type primary output
[layout] share of cells above drive strength 1 24.39%
[power_and_ir_drop] NetSw 0.1838 mW
[critical_path] Setup crit start kind flop
[power_and_ir_drop] cell internal power dissipation 0.3874 mW
[global_route] total global-route track usage 2.063%
[cts] largest buffer count on any clock path 2
[placed_design] Port Buffers 9
[placed_design] post-place instance area 430.4 µm²
[cts] PostCTS Resize Cnt 0
[power_and_ir_drop] cell leakage power 0.2020 nW
[flow_run] tool warnings 29
[critical_path] largest fanout of any net on the critical path 5
[floorplanning] Die W 80 µm
[logic_synthesis] yosys synthesis chip area 294.0 µm²
[sta] hold violation total from the final report 0
[sta] final worst-path cycle share 93.53%
[cts] H-Tree Depth 1
[floorplanning] floorplan core density 8.608%
[layout] Core Util, Final 13.41%
[cts] count of clock tree sinks 3
[layout] Layout area overhead 55.74%
[run_status] outcome complete, no violations
[logic_synthesis] Largest type area fraction 25.53%
[logic_synthesis] commonest cells in the synthesized netlist 5 x sky130_fd_sc_hd__ha_1, 4 x sky130_fd_sc_hd__inv_1, 3 x sky130_fd_sc_hd__dfrtp_1, 3 x sky130_fd_sc_hd__nor2_1
[detailed_routing] via total after detailed routing 232
[detailed_routing] DRC violations left 0
[logic_synthesis] Synth flops 3
[sta] clock skew after layout 0.001202 ns
[logic_synthesis] sequential area share after synthesis 25.53%
[critical_path] Worst EP required 2.00 ns
[critical_path] category of the critical setup timing path flop to primary output
[cts] buffers inserted during post-CTS setup optimization 0
[sta] Final Critical Period 2.338 ns
[cts] Inserted Clock Buffers 3
[power_and_ir_drop] Gate power share 63.4%
[logic_synthesis] synthesized area per cell 10.14 µm²
[layout] Combinational Area 192.7 µm²
[sta] slew at the pin closest to its max-slew limit 0.3070 ns
[detailed_routing] tally of nets with antenna violations remaining after routing 0
[detailed_routing] total wire length 623 µm
[detailed_routing] routed length per placed instance 7.161 µm
[worst_hold_path] type of the most critical hold path input pin to asynchronous set/reset pin
[cts] clock-pin slew on the worst setup and hold paths 0.04 ns
[logic_synthesis] flip-flop cell with the highest count after synthesis sky130_fd_sc_hd__dfrtp_1
[power_and_ir_drop] clock share of power 14.8%
[logic_synthesis] Yosys warning count 2
[detailed_routing] DR pass1 iterations 2
[floorplanning] CORE AREA 3416 µm²
[global_route] antenna violations before repair 0
[layout] FILL cells 396
[sta] worst rel slew slack 79.53%
[worst max-delay path, cell delays in order (launching register included)]
cell	delay, ns
sky130_fd_sc_hd__dfrtp_1	0.42
sky130_fd_sc_hd__inv_1	0.17
sky130_fd_sc_hd__ha_1	0.26
sky130_fd_sc_hd__and2_2	0.20
sky130_fd_sc_hd__nor2_1	0.09
sky130_fd_sc_hd__clkdlybuf4s50_1	0.46
[cell families after synthesis]
group	Yosys count	synth area share (%)
DFF	3	25.53
muxes	6	27.23
AOI/OAI and AO/OA	3	5.105
adders and majority gates	5	21.28
and+or+nand+nor	7	11.92
buffers and inverters	5	8.934
[through the flow]
stage / hold slack [ns] / setup WS [ns] / instances / total power [mW]
2_1_floorplan: 0.2536 / 0.9574 / 29 / 0.3174
3_3_place_gp: 0.5374 / 0.3396 / 83 / 0.4994
3_5_place_dp: 0.5418 / 0.3430 / 83 / 0.4991
4_1_cts: 0.4519 / 0.08613 / 87 / 0.5897
5_1_grt: 0.4452 / 0.05962 / 87 / 0.6393
6_report: 0.4481 / 0.1618 / 87 / 0.5712
[layer usage]
| metal | GRT usage [%] | share of wire, % | up-vias |
|---|---|---|---|
| met5 | 0 | 0 | - |
| met4 | 1.232 | 5.0 | 0 |
| met3 | 0.6818 | 1.4 | 2 |
| met2 | 3.852 | 62 | 4 |
| met1 | 1.867 | 31 | 108 |
| li1 | - | - | 118 |
[path summary, 6_finish.rpt]
kind	slack, ns	cells past startpoint	startpoint	endpoint
hold / removal	0.45	2	RESET	asynchronous set/reset pin
hold reg to reg	0.55	1	U1.Qint[1]$_DFFE_PP0P_	flop
max in group asynchronous	1.91	2	RESET	U1.Qint[0]$_DFFE_PP0P_
setup reg to reg	1.16	4	U1.Qint[1]$_DFFE_PP0P_	U1.Qint[1]$_DFFE_PP0P_
setup / recovery	0.16	5	U1.Qint[1]$_DFFE_PP0P_	d
min in group clk0	0.55	1	U1.Qint[1]$_DFFE_PP0P_	flop
[final cells by class]
type / instances / area share [%]
Clock buffer: 4 / 5.738
Tap cell: 46 / 12.57
Sequential cell: 3 / 16.67
Multi-Input combinational cell: 21 / 42.08
Timing Repair Buffer: 9 / 19.67
Inverter: 4 / 3.279
[power groups by stage]
stage	Combinational [mW]	Sequential, mW	Clock [mW]
after CTS	0.376	0.125	0.0892
after global routing	0.409	0.133	0.0967
final	0.362	0.125	0.0843
[placed cells by master, fill, tap and decap left out]
cell type	instances
sky130_fd_sc_hd__and2b_2	1
sky130_fd_sc_hd__dfrtp_2	1
sky130_fd_sc_hd__clkdlybuf4s50_1	9
sky130_fd_sc_hd__and2_2	1
sky130_fd_sc_hd__mux2_4	1
sky130_fd_sc_hd__nor2_1	3
sky130_fd_sc_hd__a21oi_1	1
sky130_fd_sc_hd__inv_1	4
sky130_fd_sc_hd__nand2_1	2
sky130_fd_sc_hd__o21ai_0	2
sky130_fd_sc_hd__clkbuf_1	1
sky130_fd_sc_hd__mux2_2	2
sky130_fd_sc_hd__dfrtp_1	2
sky130_fd_sc_hd__ha_1	5
sky130_fd_sc_hd__mux2i_4	1
sky130_fd_sc_hd__clkbuf_4	3
sky130_fd_sc_hd__mux2i_1	2
Power and IR drop assume default switching activity.
